==> design/flow/design.v <==
package kcpsmx3_inc;
  localparam OPERAND_WIDTH = 8;   
  localparam CODE_WIDTH = 18;
  localparam CODE_DEPTH = 10;   
  localparam CODE_SIZE = (1 << CODE_DEPTH);   
  localparam PORT_WIDTH = OPERAND_WIDTH;   
  localparam PORT_DEPTH = OPERAND_WIDTH;   
  localparam PORT_SIZE = (1 << PORT_DEPTH);   
  localparam STACK_WIDTH = CODE_DEPTH;   
  localparam STACK_DEPTH = 5;   
  localparam STACK_SIZE = (1 << STACK_DEPTH);   
  localparam REGISTER_WIDTH = OPERAND_WIDTH;   
  localparam REGISTER_DEPTH = 4;   
  localparam REGISTER_SIZE = (1 << REGISTER_DEPTH);   
  localparam SCRATCH_WIDTH = OPERAND_WIDTH;   
  localparam SCRATCH_DEPTH = 6;   
  localparam SCRATCH_SIZE = (1 << SCRATCH_DEPTH);   
  localparam OPERATION_WIDTH = 5;
  localparam RESET_VECTOR = 0;   
  localparam INTERRUPT_VECTOR = (CODE_SIZE - 1);   
  typedef enum logic [1:0] {
    Z  = 2'b00,   
    NZ = 2'b01,   
    C  = 2'b10,   
    NC = 2'b11    
  } cond_flag_t;
  typedef enum logic [1:0] {
    SA     = 2'b00,   
    RL_SRX = 2'b01,   
    RR_SLX = 2'b10,   
    SC     = 2'b11    
  } shift_op_t;
  typedef enum logic [4:0] {
    LOAD      = 5'h00,
    INPUT     = 5'h02,
    FETCH     = 5'h03,
    AND       = 5'h05,
    OR        = 5'h06,
    XOR       = 5'h07,
    TEST      = 5'h09,
    COMPARE   = 5'h0a,
    ADD       = 5'h0c,
    ADDCY     = 5'h0d,
    SUB       = 5'h0e,
    SUBCY     = 5'h0f,
    RS        = 5'h10,
    RETURN    = 5'h15,
    OUTPUT    = 5'h16,
    STORE     = 5'h17,
    CALL      = 5'h18,
    JUMP      = 5'h1a,
    RETURNI   = 5'h1c,
    INTERRUPT = 5'h1e
  } opcode_t;
  typedef struct packed {
    logic [11:8] x_addr;    
    logic [7:4]  y_addr;    
    logic [3:0]  padding;   
  } reg_reg_instr_t;
  typedef struct packed {
    logic [11:8] x_addr;     
    logic [7:0]  constant;   
  } reg_const_instr_t;
  typedef struct packed {
    logic [11:8] x_addr;         
    logic [7:6]  padding;        
    logic [5:0]  scratch_addr;   
  } scratch_instr_t;
  typedef struct packed {
    logic [11:8] x_addr;      
    logic [7:0]  port_addr;   
  } port_instr_t;
  typedef struct packed {
    logic [11:8] x_addr;     
    logic [7:4]  padding;    
    logic [3:3]  dir;        
    shift_op_t   op;         
    logic [0:0]  constant;   
  } shift_instr_t;
  typedef struct packed {
    cond_flag_t flags;       
    logic [9:0] code_addr;   
  } jump_instr_t;
  typedef struct packed {
    logic [11:1] padding;
    logic [0:0]  en;
  } int_instr_t;
  typedef struct packed {
    opcode_t operation;     
    logic    op_cond_sel;   
    union packed {   
      reg_reg_instr_t reg_reg;
      reg_const_instr_t reg_const;
      scratch_instr_t scratch;
      port_instr_t port;
      shift_instr_t shift;
      jump_instr_t jump;
      int_instr_t interrupt;
    } instr_type;
  } instr_t;
endpackage
package rojoblaze_defs;
  typedef enum logic [5:0] {
    LOAD_CONST    = 6'b000000,
    LOAD_REG      = 6'b000001,
    AND_CONST     = 6'b001010,
    AND_REG       = 6'b001011,
    OR_CONST      = 6'b001100,
    OR_REG        = 6'b001101,
    XOR_CONST     = 6'b001110,
    XOR_REG       = 6'b001111,
    TEST_CONST    = 6'b010010,
    TEST_REG      = 6'b010011,
    ADD_CONST     = 6'b011000,
    ADD_REG       = 6'b011001,
    ADDCY_CONST   = 6'b011010,
    ADDCY_REG     = 6'b011011,
    SUB_CONST     = 6'b011100,
    SUB_REG       = 6'b011101,
    SUBCY_CONST   = 6'b011110,
    SUBCY_REG     = 6'b011111,
    COMPARE_CONST = 6'b010100,
    COMPARE_REG   = 6'b010101,
    SHIFT_OP      = 6'b100000,
    OUTPUT_CONST  = 6'b101100,
    OUTPUT_REG    = 6'b101101,
    INPUT_CONST   = 6'b000100,
    INPUT_REG     = 6'b000101,
    STORE_CONST   = 6'b101110,
    STORE_REG     = 6'b101111,
    FETCH_CONST   = 6'b000110,
    FETCH_REG     = 6'b000111,
    JUMP_UNCOND   = 6'b110100,
    JUMP_COND     = 6'b110101,
    CALL_UNCOND   = 6'b110000,
    CALL_COND     = 6'b110001,
    RETURN_UNCOND = 6'b101010,
    RETURN_COND   = 6'b101011,
    RETURN_I_SET  = 6'b111000,
    INTERRUPT_SET = 6'b111100
  } opcode_instr_t;
  typedef enum logic [3:0] {
    SL0 = 4'b0110,
    SL1 = 4'b0111,
    SLX = 4'b0100,
    SLA = 4'b0000,
    RL  = 4'b0010,
    SR0 = 4'b1110,
    SR1 = 4'b1111,
    SRX = 4'b1010,
    SRA = 4'b1000,
    RR  = 4'b1100
  } opcode_shift_t;
  typedef enum logic [1:0] {
    JUMP_Z  = 2'b00,
    JUMP_NZ = 2'b01,
    JUMP_C  = 2'b10,
    JUMP_NC = 2'b11
  } opcode_jumpcond_t;
  typedef enum logic [1:0] {
    CALL_Z  = 2'b00,
    CALL_NZ = 2'b01,
    CALL_C  = 2'b10,
    CALL_NC = 2'b11
  } opcode_callcond_t;
  typedef enum logic [1:0] {
    RETURN_Z  = 2'b00,
    RETURN_NZ = 2'b01,
    RETURN_C  = 2'b10,
    RETURN_NC = 2'b11
  } opcode_returncond_t;
  typedef enum logic {
    RETURNI_DISABLE = 1'b0,
    RETURNI_ENABLE  = 1'b1
  } opcode_return_en_t;
  typedef enum logic {
    INT_DISABLE = 1'b0,
    INT_ENABLE  = 1'b1
  } opcode_interrupt_en_t;
endpackage
import kcpsmx3_inc::*;
module blockram (
    clk,
    rst,
    en,
    we,
    ad,
    din,
    dout
);
  parameter WIDTH = 8, DEPTH = 10;
  input clk, rst, en, we;
  input [DEPTH-1:0] ad;
  input [WIDTH-1:0] din;
  output logic [WIDTH-1:0] dout;
  logic [WIDTH-1:0] ram[0:(1<<DEPTH)-1];
  always_ff @(posedge clk)
    if (rst) dout <= 'hx;
    else if (en)
      if (we) ram[ad] <= din;
      else dout <= ram[ad];
endmodule
==> design/flow/run.sh <==
#!/bin/bash
# OpenROAD 26Q1-2900-gdf79404cd8, Yosys 0.63+post, stock flow scripts
make -C /OpenROAD-flow-scripts/flow DESIGN_CONFIG=/design/flow/config.mk WORK_HOME=/design/flow/orfs finish
==> design/flow/config.mk <==
export PLATFORM = sky130hd
export DESIGN_NAME = blockram
export DESIGN_NICKNAME = blockram
export VERILOG_FILES = /design/flow/design.v
export SDC_FILE = /design/flow/constraint.sdc
export NUM_CORES = 4
export LEC_CHECK = 1
export CORE_UTILIZATION = 40
export SYNTH_MEMORY_MAX_BITS = 65536
==> design/flow/constraint.sdc <==
current_design blockram

set clk_period 30.6
set clk_io_pct 0.2

create_clock -name clk0 -period $clk_period [get_ports {clk}]

set non_clock_inputs [all_inputs -no_clocks]
set_input_delay [expr $clk_period * $clk_io_pct] -clock clk0 $non_clock_inputs
set_output_delay [expr $clk_period * $clk_io_pct] -clock clk0 [all_outputs]
==> impl_metrics.tcl <==
# flow metrics
set metrics [dict create \
    syn-cell-area_um2 317000 \
    cts.sink_count 8200 \
    ant_nets 0 \
    fin_crit_sh_pct 39.2 \
    finalMaxSlewViolations 0 \
    fp.dieH_um 892 \
    wl_per_cell_um 31.9 \
    start_kind "input port" \
    drv_cap 0 \
    reg2reg_slack_ns 26.60 \
    gp_congestion 0.915 \
    grt_overflow_total 0 \
    setup_viol 0 \
    top_area_cell "edfxtp_1" \
    power.total_w 0.0227 \
    max-vdd-ir-drop_mv 0.0606 \
    clock.latency.late_pin_ns 1.17 \
    max_freq_mhz 83.4 \
    dp_hpwl_um 565000 \
    ioPinCount 30 \
    track_usage_pct 24.9 \
    worst_clock_skew_ns 0.0668 \
    die_w_um 892 \
    dr.first_iter.drc_count 12300 \
    leakage_nw 115 \
    avgSynthCellArea_um2 18.9 \
    drive_gt1_share_pct 14.5 \
    route.vias.total 163000 \
    edf_count 8200 \
    ys_chip_area_um2 317000 \
    worstPathArrival_ns 12.85 \
    synth.distinct_cells 77 \
    fp_util_pct 40.1 \
    cts-buffers-inserted 793 \
    status "finished, final reports clean" \
    hold_viol 0 \
    area_leaders "edfxtp_1 (78%), mux2i_1 (8.5%), mux4_2 (4.9%), o22ai_1 (2.2%), nor2_1 (1.5%)" \
    antenna_found_initial 79 \
    die_area_um2 795000 \
    cts_tree "yes" \
    core_um2 788000 \
    first_pass_iters 6 \
    lay_top_cells "edfxtp_1 (8,200), mux2i_1 (2,701), nor2_1 (1,298)" \
    cts.clk_slew.worst_paths_ns 0.06 \
    hold-worst-slack_ns 1.19 \
    finalSetupTns_ns 0 \
    std_cell_rows 326 \
    grt_pass1_wl_um 1280000 \
    grt_setup_unrepaired "no" \
    cp_data_required_time_ns 31.47 \
    clockBufferDepth 4 \
    hp-class "reg2reg" \
    fin_crit_ns 11.99 \
    lay_top_count "edfxtp_1" \
    wirelength_um 912000 \
    cts_setup_buffers 0 \
    ctsHoldBuffers 0 \
    syn2layout_area_growth_pct 12.5 \
    cts_resized 0 \
    end_kind "flop" \
    port_buffers 29 \
    tool_warnings 50 \
    worstPathMaxFanout 81 \
    ys_warn_count 1 \
    ys_cells 16800 \
    power.density_nw_per_um2 63.7 \
    path_class "in2reg" \
    ys_seq_elements 8200 \
    tightest_slew_ns 1.27 \
    cts_root_buf "clkbuf_16" \
    relSlewSlack_pct 14.7 \
    ys_seq_share_pct 77.8 \
    netlist.area_leader.share_pct 77.8 \
    htreeDepth 6 \
    synth_top_flop_cell "edfxtp_1" \
    grt_max_degree 139 \
    grt_pass1_vias 171000 \
    synthArstFlopShare_pct 0 \
    viasPerCell 5.69 \
    synthCells 16800 \
    post-route-drc-count 0 \
]
-- synth_stat cells, types with 7 or more instances --
cell and count:
a2111oi_0 8, a211oi_1 70, a21oi_1 21, a221oi_2 7, a22o_1 36, a22oi_1 181
a311oi_1 9, a31oi_1 56, a32o_1 7, and3_1 9, and4b_1 7, buf_1 96
buf_2 480, buf_4 36, buf_6 34, clkbuf_1 425, clkbuf_8 7, edfxtp_1 8200
mux2_2 20, mux2i_1 2701, mux4_1 8, mux4_2 694, nand2_1 249, nand3_1 145
nand3b_1 12, nand4_1 32, nand4b_1 9, nor2_1 1301, nor3_1 145, nor4_1 241
o2111ai_1 25, o211ai_1 19, o21a_1 12, o21ai_0 214, o221ai_1 15, o22a_1 7
o22ai_1 1130, o31ai_1 7, or3_1 18
-- area by class of cell --
type                    count  area (um2)
repair buffers            752        6200
inverters                   3        12.5
clock inverters           424        3470
multi-input cells        7499       65600
diodes                    221         553
clock buffers            1003       20900
well taps               10500       13100
fillers                 65400      432000
flip-flops and latches   8200      246000
-- power breakdown --
group          leakage [nW]  internal [W]  switching [W]
logic                  29.8      0.000299       0.000713
registers              73.7        0.0124      0.0000115
clock network          11.9       0.00518        0.00413
-- final timing paths --
kind         cells past startpoint        start       to
max                             16        ad[1]  dout[0]
min                              7  ram[968][6]  dout[6]
max reg2reg                      6  ram[743][4]  dout[4]
min reg2reg                      7  ram[968][6]  dout[6]
-- through the flow --
step | utilization [%] | setup WS, ns | std cells | area, um2
2_1_floorplan | - | 21.78 | 16800 | 317000
3_3_place_gp | 42.0 | 16.49 | 26900 | 331000
3_5_place_dp | 42.0 | 17.34 | 27000 | 331000
4_1_cts | 45.1 | 18.56 | 28400 | 356000
5_1_grt | 45.1 | 18.29 | 28500 | 356000
6_report | 45.2 | 18.61 | 28600 | 356000
-- layer usage --
layer / global-route usage, % / wire, um / vias to the layer above / share of wire [%]
li1: - / - / 69400 / -
met1: 29.1 / 289000 / 82100 / 32
met2: 34.7 / 410000 / 9478 / 45
met3: 20.9 / 174000 / 1570 / 19
met4: 8.47 / 36700 / 105 / 4.0
met5: 1.91 / 2060 / - / 0.23
-- critical path: stages --
cell      delay [ns]
buf_16          0.28
buf_4           0.54
buf_4           0.63
buf_4           0.60
buf_4           0.60
buf_4           0.67
buf_12          0.54
mux2i_1         0.27
o22ai_1         0.11
nor4_1          0.74
buf_4           0.23
a31oi_1         0.13
nand4_1         0.34
buf_4           0.20
and4b_1         0.42
nand4b_1        0.14
-- cells by family after synthesis --
logic type / count (synthesis) / synth area share, %
compound gates: 1858 / 3.84
buf+inv: 1088 / 1.65
flops: 8200 / 77.8
mux: 3423 / 13.6
simple gates: 2218 / 3.10
-- flip-flops by register name, indices dropped and copies added (netlist names) --
register	count
dout	8
ram	8192
Power and IR drop assume default switching activity.
